`/design/flow/run.sh`:
```
#!/bin/bash
# OpenROAD 26Q1-2900-gdf79404cd8, Yosys 0.63+post, stock flow scripts
make -C /OpenROAD-flow-scripts/flow DESIGN_CONFIG=/design/flow/config.mk WORK_HOME=/design/flow/orfs finish
```
`/design/flow/config.mk`:
```
export PLATFORM = sky130hd
export DESIGN_NAME = ALUControl
export DESIGN_NICKNAME = ALUControl
export VERILOG_FILES = /design/flow/design.v
export SDC_FILE = /design/flow/constraint.sdc
export NUM_CORES = 4
export LEC_CHECK = 1
export CORE_AREA = 10 10 70 70
export DIE_AREA = 0 0 80 80
```
`/design/flow/constraint.sdc`:
```
current_design ALUControl

set clk_period 1.8
set clk_io_pct 0.2

create_clock -name clk0 -period $clk_period

set non_clock_inputs [all_inputs -no_clocks]
set_input_delay [expr $clk_period * $clk_io_pct] -clock clk0 $non_clock_inputs
set_output_delay [expr $clk_period * $clk_io_pct] -clock clk0 [all_outputs]
```
`/design/flow/design.v`:
```
module ALUControl( ALU_Control, ALUOp, Function);
output reg[3:0] ALU_Control;
input [2:0] ALUOp;
input [5:0] Function;
wire [8:0] ALUControlIn;
assign ALUControlIn = {ALUOp,Function};
always @(ALUControlIn)
casex (ALUControlIn)
 9'b100xxxxxx: ALU_Control=4'b0000;
 9'b011xxxxxx: ALU_Control=4'b0001;
 9'b010xxxxxx: ALU_Control=4'b0010;
 9'b001xxxxxx: ALU_Control=4'b0011;
 9'b000100000: ALU_Control=4'b0000;
 9'b000100010: ALU_Control=4'b0001;
 9'b000100100: ALU_Control=4'b0010;
 9'b000100101: ALU_Control=4'b0011;
 9'b000101010: ALU_Control=4'b0110;  
 default: ALU_Control=4'b0000;
 endcase
endmodule
```
==> impl_metrics.env <==
# physical design summary
export IMPL_crit_type="in -> out"
export IMPL_cpLargestDelayFamily="buffers and inverters"
export IMPL_placed_cells=79
export IMPL_largest_area_cell="nand4bb_1"
export IMPL_synth_cell_type_count=13
export IMPL_syn2layout_area_growth_pct=241.0
export IMPL_die_h_um=80
export IMPL_grtUsageTotal_pct=1.801
export IMPL_yosys_stat_cells=16
export IMPL_status="complete, no violations"
export IMPL_flop_area_sq_um=0
export IMPL_logic_area_sq_um=95.09
export IMPL_firstDrtPassIters=2
export IMPL_end_kind="output port"
export IMPL_slowest_delay_ps=260
export IMPL_netlist_area_sq_um=97.59
export IMPL_path_common_cell="dlygate4sd2_1"
export IMPL_seq_cell_count=0
export IMPL_initial_core_util_pct=2.857
export IMPL_final_max_slew_violation_count=0
export IMPL_avgRoutedWirePerCell_um=6.871
export IMPL_grt_pass1_wl_um=924
export IMPL_syn_inst=16
export IMPL_cpMaxStageDelayCell="dlygate4sd2_1"
export IMPL_via_per_inst=2.176
export IMPL_path_buffers=2
export IMPL_gr_total_overflow=0
export IMPL_clock_buffers=0
export IMPL_hp_class="in -> out"
export IMPL_openroad_warnings=32
export IMPL_final_cell_count_no_fill=85
export IMPL_ant_nets=0
export IMPL_synth_top_cells_by_area="nand4bb_1 12%, nor2_1 12%, o32ai_1 9.0%, xnor2_1 9.0%, a21boi_0 7.7%"
export IMPL_yosys_stat_area_sq_um=97.59
export IMPL_yosys_warnings=1
export IMPL_arrival_ps=1340
export IMPL_path_max_fanout=3
export IMPL_hold_violations=0
export IMPL_n_fill_cell=411
export IMPL_setup_tns_ps=0
export IMPL_drtIter0Drc=1
export IMPL_max_clock_freq_mhz=587.3
export IMPL_syn_area_per_cell_sq_um=6.100
export IMPL_grt_pass1_vias=192
export IMPL_top_area_share_pct=11.54
export IMPL_coreArea_sq_um=3416
export IMPL_die_w_um=80
export IMPL_hold_worst_slack_ps=1171
export IMPL_crit_cells=5
export IMPL_row_count=21
export IMPL_chip_area_sq_um=6400
export IMPL_cap_violations=0
export IMPL_ys_seq_share_pct=0
export IMPL_ios=13
export IMPL_utilization_pct=9.744
export IMPL_total_power_mw=0.04399
export IMPL_whs_path_depth=3
export IMPL_leakagePower_nw=0.1410
export IMPL_cp_cell_sequence="dlygate4sd2_1 -> nand4bb_1 -> a21boi_0 -> o22ai_1 -> dlygate4sd2_1"
export IMPL_start_kind="input port"
export IMPL_grt_max_degree=5
export IMPL_finalClockPeriodUsage_pct=94.60
export IMPL_powerDensity_nw_per_um2=132.2
export IMPL_holdPathEnd="ALU_Control[0]"
export IMPL_gp_congestion=0.8131
export IMPL_hold_start="Function[3]"
export IMPL_setup_viol=0
export IMPL_vias=185
export IMPL_antenna_found_initial=3
export IMPL_peakVddDrop_v=0.00002013
export IMPL_post_route_drc_count=0
export IMPL_ctsHoldBuffers=0
export IMPL_wirelength_um=584
export IMPL_period_needed_ps=1703
export IMPL_io_buffers=12
export IMPL_critPathRequiredTime_ps=1440
export IMPL_drive_above_1_share_pct=36.11
-- kinds of logic (layout without fill, tap and decap cells) --
kind of cell	count (synthesis)	in the layout	share of synthesized area, %
AOI/OAI and AO/OA	4	4	28.21
buffers and inverters	3	23	15.39
and+or+nand+nor	7	7	43.60
xor gates and xnor gates	1	1	8.976
other	1	4	3.842
-- metal layers --
| layer | GRT usage [%] | vias up | part of all wire, % |
|---|---|---|---|
| met5 | 0 | - | 0 |
| met4 | 0 | 0 | 0 |
| met3 | 2.273 | 0 | 30 |
| met2 | 2.087 | 12 | 24 |
| met1 | 2.109 | 72 | 45 |
| li1 | - | 101 | - |
-- synthesized netlist by cell type --
master	n
nand4bb_1	1
o32ai_1	1
nor2_1	3
nor2b_1	1
nand4_1	1
o22ai_1	1
conb_1	1
a21oi_1	1
nor3b_1	1
a21boi_0	1
buf_4	1
inv_1	2
xnor2_1	1
-- worst max path at each step --
stage	start	to	slack [ps]
after global routing	Function[0]	ALU_Control[1]	-30
after CTS	Function[2]	ALU_Control[1]	100
final	Function[0]	ALU_Control[1]	100
-- tightest hold or removal path, cell delays in order --
cell and delay (ps):
dlygate4sd2_1 250, o32ai_2 90, buf_2 110
-- through the flow --
stage | instance area (sq um) | setup WS [ps]
floorplan | 97.59 | 663.7
CTS | 317.8 | 97.45
finish | 332.8 | 97.16
global placement | 312.8 | -415.4
global route | 330.3 | -27.45
detailed placement | 312.8 | -459.4
-- cell type report --
class	count	area share, %
Timing Repair Buffer	21	49.62
Multi-Input combinational cell	13	28.57
Tap cell	46	17.29
Inverter	2	2.256
Antenna cell	3	2.256
-- cells in the final DEF (no fill, tap or decap), types with 2 or more instances in the layout --
master,count
buf_2,2
buf_4,9
diode_2,3
dlygate4sd2_1,10
inv_1,2
nor2_1,3
-- report_power, final --
| group | switching (mW) | internal [mW] | leakage (nW) |
|---|---|---|---|
| registers | 0 | 0 | 0 |
| clock network | 0 | 0.000000223 | 0.0000190 |
| logic | 0.0155 | 0.0285 | 0.141 |
-- what timing repair did --
action                     4_1_cts  5_1_grt
setup endpoints to repair        3        1
buffers inserted                 2        1
pin swaps                        4        1
gates resized                   18        0
Power figures rest on the tool's default switching activity, not on a simulated workload.
